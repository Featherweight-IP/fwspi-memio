$ cat /design/flow/run.sh
#!/bin/bash
# OpenROAD 26Q1-2900-gdf79404cd8, Yosys 0.63+post, stock flow scripts
make -C /OpenROAD-flow-scripts/flow DESIGN_CONFIG=/design/flow/config.mk WORK_HOME=/design/flow/orfs finish
$ cat /design/flow/config.mk
export PLATFORM = sky130hd
export DESIGN_NAME = fwspi_memio
export DESIGN_NICKNAME = fwspi_memio
export VERILOG_FILES = /design/flow/design.v
export SDC_FILE = /design/flow/constraint.sdc
export NUM_CORES = 4
export LEC_CHECK = 1
export CORE_UTILIZATION = 40
$ cat /design/flow/constraint.sdc
current_design fwspi_memio

set clk_period 6.4
set clk_io_pct 0.2

create_clock -name clk0 -period $clk_period [get_ports {clk}]

set non_clock_inputs [all_inputs -no_clocks]
set_input_delay [expr $clk_period * $clk_io_pct] -clock clk0 $non_clock_inputs
set_output_delay [expr $clk_period * $clk_io_pct] -clock clk0 [all_outputs]
$ cat /design/flow/design.v
module fwspi_memio(
			input clk, 
			input reset,
			input valid,
			output ready,
			input [23:0] addr,
			output reg [31:0] rdata,
			output flash_csb,
			output flash_clk,
			output flash_csb_oeb,
			output flash_clk_oeb,
			output flash_io0_oeb,
			output flash_io1_oeb,
			output flash_io2_oeb,
			output flash_io3_oeb,
			output flash_csb_ieb,
			output flash_clk_ieb,
			output flash_io0_ieb,
			output flash_io1_ieb,
			output flash_io2_ieb,
			output flash_io3_ieb,
			output flash_io0_do,
			output flash_io1_do,
			output flash_io2_do,
			output flash_io3_do,
			input  flash_io0_di,
			input  flash_io1_di,
			input  flash_io2_di,
			input  flash_io3_di,
			input   [3:0] cfgreg_we,
			input  [31:0] cfgreg_di,
			output [31:0] cfgreg_do,
			output quad_mode
			);
		reg        xfer_resetn;
		reg        din_valid;
		wire       din_ready;
		reg  [7:0] din_data;
		reg  [3:0] din_tag;
		reg        din_cont;
		reg        din_qspi;
		reg        din_ddr;
		reg        din_rd;
		wire       dout_valid;
		wire [7:0] dout_data;
		wire [3:0] dout_tag;
		reg [23:0] buffer;
		reg [23:0] rd_addr;
		reg rd_valid;
		reg rd_wait;
		reg rd_inc;
		assign ready = valid && (addr == rd_addr) && rd_valid;
		wire jump = valid && !ready && (addr != rd_addr+4) && rd_valid;
		reg softreset;
		reg       config_en;       
		reg       config_ddr;      
		reg       config_qspi;     
		reg       config_cont;     
		reg [3:0] config_dummy;    
		reg [3:0] config_oe;       
		reg       config_csb;      
		reg       config_clk;      
		reg [3:0] config_do;       
		assign cfgreg_do[31] = config_en;
		assign cfgreg_do[30:23] = 0;
		assign cfgreg_do[22] = config_ddr;
		assign cfgreg_do[21] = config_qspi;
		assign cfgreg_do[20] = config_cont;
		assign cfgreg_do[19:16] = config_dummy;
		assign cfgreg_do[15:12] = 0;
		assign cfgreg_do[11:8] = {~flash_io3_oeb, ~flash_io2_oeb, ~flash_io1_oeb, ~flash_io0_oeb};
		assign cfgreg_do[7:6] = 0;
		assign cfgreg_do[5] = flash_csb;
		assign cfgreg_do[4] = flash_clk;
		assign cfgreg_do[3:0] = {flash_io3_di, flash_io2_di, flash_io1_di, flash_io0_di};
		always @(posedge clk) begin
			softreset <= !config_en || cfgreg_we;
			if (reset) begin
				softreset <= 1;
				config_en <= 1;
				config_csb <= 0;
				config_clk <= 0;
				config_oe <= 0;
				config_do <= 0;
				config_ddr <= 0;
				config_qspi <= 0;
				config_cont <= 0;
				config_dummy <= 8;
			end else begin
				if (cfgreg_we[0]) begin
					config_csb <= cfgreg_di[5];
					config_clk <= cfgreg_di[4];
					config_do <= cfgreg_di[3:0];
				end
				if (cfgreg_we[1]) begin
					config_oe <= cfgreg_di[11:8];
				end
				if (cfgreg_we[2]) begin
					config_ddr <= cfgreg_di[22];
					config_qspi <= cfgreg_di[21];
					config_cont <= cfgreg_di[20];
					config_dummy <= cfgreg_di[19:16];
				end
				if (cfgreg_we[3]) begin
					config_en <= cfgreg_di[31];
				end
			end
		end
		wire xfer_csb;
		wire xfer_clk;
		wire xfer_io0_oe;
		wire xfer_io1_oe;
		wire xfer_io2_oe;
		wire xfer_io3_oe;
		wire xfer_io0_do;
		wire xfer_io1_do;
		wire xfer_io2_do;
		wire xfer_io3_do;
		reg xfer_io0_90;
		reg xfer_io1_90;
		reg xfer_io2_90;
		reg xfer_io3_90;
		always @(negedge clk) begin
			xfer_io0_90 <= xfer_io0_do;
			xfer_io1_90 <= xfer_io1_do;
			xfer_io2_90 <= xfer_io2_do;
			xfer_io3_90 <= xfer_io3_do;
		end
		assign quad_mode = config_qspi;
		assign flash_csb = (config_en ? xfer_csb : config_csb);
		assign flash_clk = (config_en ? xfer_clk : config_clk);
		assign flash_csb_oeb = (reset ? 1'b1 : 1'b0);
		assign flash_clk_oeb = (reset ? 1'b1 : 1'b0);
		assign flash_io0_oeb = reset ? 1'b1 : (config_en ? ~xfer_io0_oe : ~config_oe[0]);
		assign flash_io1_oeb = (config_en ? ~xfer_io1_oe : ~config_oe[1]);
		assign flash_io2_oeb = (config_en ? ~xfer_io2_oe : ~config_oe[2]);
		assign flash_io3_oeb = (config_en ? ~xfer_io3_oe : ~config_oe[3]);
		assign flash_csb_ieb = 1'b1;	 
		assign flash_clk_ieb = 1'b1;	 
		assign flash_io0_ieb = (config_en ? xfer_io0_oe : config_oe[0]);
		assign flash_io1_ieb = (config_en ? xfer_io1_oe : config_oe[1]);
		assign flash_io2_ieb = (config_en ? xfer_io2_oe : config_oe[2]);
		assign flash_io3_ieb = (config_en ? xfer_io3_oe : config_oe[3]);
		assign flash_io0_do = (config_en ? (config_ddr ? xfer_io0_90 : xfer_io0_do) : config_do[0]);
		assign flash_io1_do = config_en ? (config_ddr ? xfer_io1_90 : xfer_io1_do) : config_do[1];
		assign flash_io2_do = config_en ? (config_ddr ? xfer_io2_90 : xfer_io2_do) : config_do[2];
		assign flash_io3_do = config_en ? (config_ddr ? xfer_io3_90 : xfer_io3_do) : config_do[3];
		wire xfer_dspi = din_ddr && !din_qspi;
		wire xfer_ddr = din_ddr && din_qspi;
		fwspi_memio_xfer u_xfer (
				.clk          (clk         ),
				.reset        (reset  	   ),
				.xfer_resetn  (xfer_resetn ),
				.din_valid    (din_valid   ),
				.din_ready    (din_ready   ),
				.din_data     (din_data    ),
				.din_tag      (din_tag     ),
				.din_cont     (din_cont    ),
				.din_dspi     (xfer_dspi   ),
				.din_qspi     (din_qspi    ),
				.din_ddr      (xfer_ddr    ),
				.din_rd       (din_rd      ),
				.dout_valid   (dout_valid  ),
				.dout_data    (dout_data   ),
				.dout_tag     (dout_tag    ),
				.flash_csb    (xfer_csb    ),
				.flash_clk    (xfer_clk    ),
				.flash_io0_oe (xfer_io0_oe ),
				.flash_io1_oe (xfer_io1_oe ),
				.flash_io2_oe (xfer_io2_oe ),
				.flash_io3_oe (xfer_io3_oe ),
				.flash_io0_do (xfer_io0_do ),
				.flash_io1_do (xfer_io1_do ),
				.flash_io2_do (xfer_io2_do ),
				.flash_io3_do (xfer_io3_do ),
				.flash_io0_di (flash_io0_di),
				.flash_io1_di (flash_io1_di),
				.flash_io2_di (flash_io2_di),
				.flash_io3_di (flash_io3_di)
			);
		reg [3:0] state;
		always @(posedge clk) begin
			xfer_resetn <= 1;
			din_valid <= 0;
			if (reset || softreset) begin
				state <= 0;
				xfer_resetn <= 0;
				rd_valid <= 0;
				din_tag <= 0;
				din_cont <= 0;
				din_qspi <= 0;
				din_ddr <= 0;
				din_rd <= 0;
				rd_addr <= {24{1'b0}};
			end else begin
				if (dout_valid && dout_tag == 1) buffer[ 7: 0] <= dout_data;
				if (dout_valid && dout_tag == 2) buffer[15: 8] <= dout_data;
				if (dout_valid && dout_tag == 3) buffer[23:16] <= dout_data;
				if (dout_valid && dout_tag == 4) begin
					rdata <= {dout_data, buffer};
					rd_addr <= rd_inc ? rd_addr + 4 : addr;
					rd_valid <= 1;
					rd_wait <= rd_inc;
					rd_inc <= 1;
				end
				if (valid)
					rd_wait <= 0;
				case (state)
					0: begin
						din_valid <= 1;
						din_data <= 8'h ff;
						din_tag <= 0;
						if (din_ready) begin
							din_valid <= 0;
							state <= 1;
						end
					end
					1: begin
						if (dout_valid) begin
							xfer_resetn <= 0;
							state <= 2;
						end
					end
					2: begin
						din_valid <= 1;
						din_data <= 8'h ab;
						din_tag <= 0;
						if (din_ready) begin
							din_valid <= 0;
							state <= 3;
						end
					end
					3: begin
						if (dout_valid) begin
							xfer_resetn <= 0;
							state <= 4;
						end
					end
					4: begin
						rd_inc <= 0;
						din_valid <= 1;
						din_tag <= 0;
						case ({config_ddr, config_qspi})
							2'b11: din_data <= 8'h ED;
							2'b01: din_data <= 8'h EB;
							2'b10: din_data <= 8'h BB;
							2'b00: din_data <= 8'h 03;
						endcase
						if (din_ready) begin
							din_valid <= 0;
							state <= 5;
						end
					end
					5: begin
						if (valid && !ready) begin
							din_valid <= 1;
							din_tag <= 0;
							din_data <= addr[23:16];
							din_qspi <= config_qspi;
							din_ddr <= config_ddr;
							if (din_ready) begin
								din_valid <= 0;
								state <= 6;
							end
						end
					end
					6: begin
						din_valid <= 1;
						din_tag <= 0;
						din_data <= addr[15:8];
						if (din_ready) begin
							din_valid <= 0;
							state <= 7;
						end
					end
					7: begin
						din_valid <= 1;
						din_tag <= 0;
						din_data <= addr[7:0];
						if (din_ready) begin
							din_valid <= 0;
							din_data <= 0;
							state <= config_qspi || config_ddr ? 8 : 9;
						end
					end
					8: begin
						din_valid <= 1;
						din_tag <= 0;
						din_data <= config_cont ? 8'h A5 : 8'h FF;
						if (din_ready) begin
							din_rd <= 1;
							din_data <= config_dummy;
							din_valid <= 0;
							state <= 9;
						end
					end
					9: begin
						din_valid <= 1;
						din_tag <= 1;
						if (din_ready) begin
							din_valid <= 0;
							state <= 10;
						end
					end
					10: begin
						din_valid <= 1;
						din_data <= 8'h 00;
						din_tag <= 2;
						if (din_ready) begin
							din_valid <= 0;
							state <= 11;
						end
					end
					11: begin
						din_valid <= 1;
						din_tag <= 3;
						if (din_ready) begin
							din_valid <= 0;
							state <= 12;
						end
					end
					12: begin
						if (!rd_wait || valid) begin
							din_valid <= 1;
							din_tag <= 4;
							if (din_ready) begin
								din_valid <= 0;
								state <= 9;
							end
						end
					end
				endcase
				if (jump) begin
					rd_inc <= 0;
					rd_valid <= 0;
					xfer_resetn <= 0;
					if (config_cont) begin
						state <= 5;
					end else begin
						state <= 4;
						din_qspi <= 0;
						din_ddr <= 0;
					end
					din_rd <= 0;
				end
			end
		end
endmodule
module fwspi_memio_xfer (
		input clk, 
		input reset, 
		input xfer_resetn,
		input            din_valid,
		output           din_ready,
		input      [7:0] din_data,
		input      [3:0] din_tag,
		input            din_cont,
		input            din_dspi,
		input            din_qspi,
		input            din_ddr,
		input            din_rd,
		output           dout_valid,
		output     [7:0] dout_data,
		output     [3:0] dout_tag,
		output reg flash_csb,
		output reg flash_clk,
		output reg flash_io0_oe,
		output reg flash_io1_oe,
		output reg flash_io2_oe,
		output reg flash_io3_oe,
		output reg flash_io0_do,
		output reg flash_io1_do,
		output reg flash_io2_do,
		output reg flash_io3_do,
		input      flash_io0_di,
		input      flash_io1_di,
		input      flash_io2_di,
		input      flash_io3_di
		);
	reg [7:0] obuffer;
	reg [7:0] ibuffer;
	reg [3:0] count;
	reg [3:0] dummy_count;
	reg xfer_cont;
	reg xfer_dspi;
	reg xfer_qspi;
	reg xfer_ddr;
	reg xfer_ddr_q;
	reg xfer_rd;
	reg [3:0] xfer_tag;
	reg [3:0] xfer_tag_q;
	reg [7:0] next_obuffer;
	reg [7:0] next_ibuffer;
	reg [3:0] next_count;
	reg fetch;
	reg next_fetch;
	reg last_fetch;
	always @(posedge clk) begin
		xfer_ddr_q <= xfer_ddr;
		xfer_tag_q <= xfer_tag;
	end
	assign din_ready = din_valid && xfer_resetn && next_fetch;
	assign dout_valid = (xfer_ddr_q ? fetch && !last_fetch : next_fetch && !fetch) && xfer_resetn;
	assign dout_data = ibuffer;
	assign dout_tag = xfer_tag_q;
	always @* begin
		flash_io0_oe = 0;
		flash_io1_oe = 0;
		flash_io2_oe = 0;
		flash_io3_oe = 0;
		flash_io0_do = 0;
		flash_io1_do = 0;
		flash_io2_do = 0;
		flash_io3_do = 0;
		next_obuffer = obuffer;
		next_ibuffer = ibuffer;
		next_count = count;
		next_fetch = 0;
		if (dummy_count == 0) begin
			casez ({xfer_ddr, xfer_qspi, xfer_dspi})
				3'b 000: begin
					flash_io0_oe = 1;
					flash_io0_do = obuffer[7];
					if (flash_clk) begin
						next_obuffer = {obuffer[6:0], 1'b 0};
						next_count = count - |count;
					end else begin
						next_ibuffer = {ibuffer[6:0], flash_io1_di};
					end
					next_fetch = (next_count == 0);
				end
				3'b 01?: begin
					flash_io0_oe = !xfer_rd;
					flash_io1_oe = !xfer_rd;
					flash_io2_oe = !xfer_rd;
					flash_io3_oe = !xfer_rd;
					flash_io0_do = obuffer[4];
					flash_io1_do = obuffer[5];
					flash_io2_do = obuffer[6];
					flash_io3_do = obuffer[7];
					if (flash_clk) begin
						next_obuffer = {obuffer[3:0], 4'b 0000};
						next_count = count - {|count, 2'b00};
					end else begin
						next_ibuffer = {ibuffer[3:0], flash_io3_di, flash_io2_di, flash_io1_di, flash_io0_di};
					end
					next_fetch = (next_count == 0);
				end
				3'b 11?: begin
					flash_io0_oe = !xfer_rd;
					flash_io1_oe = !xfer_rd;
					flash_io2_oe = !xfer_rd;
					flash_io3_oe = !xfer_rd;
					flash_io0_do = obuffer[4];
					flash_io1_do = obuffer[5];
					flash_io2_do = obuffer[6];
					flash_io3_do = obuffer[7];
					next_obuffer = {obuffer[3:0], 4'b 0000};
					next_ibuffer = {ibuffer[3:0], flash_io3_di, flash_io2_di, flash_io1_di, flash_io0_di};
					next_count = count - {|count, 2'b00};
					next_fetch = (next_count == 0);
				end
				3'b ??1: begin
					flash_io0_oe = !xfer_rd;
					flash_io1_oe = !xfer_rd;
					flash_io0_do = obuffer[6];
					flash_io1_do = obuffer[7];
					if (flash_clk) begin
						next_obuffer = {obuffer[5:0], 2'b 00};
						next_count = count - {|count, 1'b0};
					end else begin
						next_ibuffer = {ibuffer[5:0], flash_io1_di, flash_io0_di};
					end
					next_fetch = (next_count == 0);
				end
			endcase
		end
	end
	always @(posedge clk) begin
		if (reset || !xfer_resetn) begin
			fetch <= 1;
			last_fetch <= 1;
			flash_csb <= 1;
			flash_clk <= 0;
			count <= 0;
			dummy_count <= 0;
			xfer_tag <= 0;
			xfer_cont <= 0;
			xfer_dspi <= 0;
			xfer_qspi <= 0;
			xfer_ddr <= 0;
			xfer_rd <= 0;
		end else begin
			fetch <= next_fetch;
			last_fetch <= xfer_ddr ? fetch : 1;
			if (dummy_count) begin
				flash_clk <= !flash_clk && !flash_csb;
				dummy_count <= dummy_count - flash_clk;
			end else
			if (count) begin
				flash_clk <= !flash_clk && !flash_csb;
				obuffer <= next_obuffer;
				ibuffer <= next_ibuffer;
				count <= next_count;
			end
			if (din_valid && din_ready) begin
				flash_csb <= 0;
				flash_clk <= 0;
				count <= 8;
				dummy_count <= din_rd ? din_data : 0;
				obuffer <= din_data;
				xfer_tag <= din_tag;
				xfer_cont <= din_cont;
				xfer_dspi <= din_dspi;
				xfer_qspi <= din_qspi;
				xfer_ddr <= din_ddr;
				xfer_rd <= din_rd;
			end
		end
	end
endmodule 
==> reports/writeup.txt <==
With the largest driver fanout on the critical path at 1, the maximum resistive drop on vdd is 0.0001900 V. The logs give 22,510 um^2 for the area of the die and 356.2 ps for the worst hold margin. Dividing total power by cell area gives a power density of 223.2 nW/um^2. The run gives 34,230 um as the first-pass GRT wire length. The final antenna diode count is 0, and the total placed cells including tap cells is 1,263. The row count is 53. The dominant register cell is sky130_fd_sc_hd__dfxtp_1. The tools report the worst setup skew after layout as 32.09 ps.

Data arrives at the worst endpoint at 4660 ps. After the first detailed-routing iteration, the DRC count stood at 431. With the proportion of synthesized chip area in sequential cells at 0.4911, the utilization of the core after routing is 0.5006. Yosys mapped a number of flops with a built-in enable equal to 82. The buffer type at the clock tree root was sky130_fd_sc_hd__clkbuf_16.

In this run the register-to-register setup slack is 1700 ps. The run gives 928 as the number of instances in the synthesized netlist. Yosys stat counts 928 cells in the synthesized netlist. The cell leakage power was 3.817 nW. With the relative slew slack at 0.4372, the horizontal die dimension is 150.0 um. Counting along the longest clock path gives a buffer depth of 2. The logs give 0 for the number of pins with negative max-slew slack in the final report and 8765 um^2 for the area of the mapped netlist. The worst register-to-register path has a depth of 4.

Chip area estimate from yosys synthesis: 8765 um^2. The worst setup path is captured at an output port. The average instance area after synthesis came out at 9.445 um^2. The count of nets left with antenna violations once routing finished came out at 0. The floorplan core area was 21,220 um^2; the layout cell share with drive strength beyond 1 was 0.07136.

Number of standard cells in the final layout excluding fillers: 1,298. For the number of global-route vias before repair, the log shows 6,389. The run gives 450 ps as the clock latency on the worst-skew pair. For this run, design rule violations remaining after detail routing come to 0.

Routability-driven placement finished with a final weighted congestion of 0.8916. The element type at the critical path start was a flop. Looking at area per cell type in the netlist, the leader is sky130_fd_sc_hd__edfxtp_1. Per the run summary, max-cap violations total 0. Once detailed placement completed, the half-perimeter wirelength came to 14,930 um. The relative area change from synthesis to final layout is 21.20%. The worst setup path is of the flop to output port kind. The run gives 0 as the number of buffers added for setup after CTS. In this run the critical register-to-register path is captured at xfer_io0_90.

After global routing the overflow that remains totals 0. Entering global routing, the biggest net connects 39 pins. Warnings reported by Yosys during synthesis add up to 2.

The post-synthesis async set-or-reset flop share is 0. The tools report the iteration tally of the first detailed-router pass as 8. The area share of the largest cell type after synthesis is 0.2809. The run gives 43 for the stage-log warning count. The detailed router reported a total wirelength of 21,420 um. Clock tree synthesis inserted a total of 17 buffers. Overall global routing resource usage: 0.2029. The worst path meets setup with 458.3 ps of slack.

The report puts the hold buffer count at CTS at 0. The worst hold path passes through 0 cells. The pre-CTS setup check shows a worst slack of 909.5 ps.

The critical path data required time is 5120 ps, and the number of failing setup endpoints in the final timing report is 0. The average wire per cell in the routed design works out to 16.51 um. At the pin with the least slew margin, the transition time is 844.3 ps.

The synthesis report lists the most area-consuming cells as sky130_fd_sc_hd__edfxtp_1 (28%), sky130_fd_sc_hd__dfxtp_1 (21%), sky130_fd_sc_hd__nor2_1 (4.3%). Among logic cells in the layout, the one with the most instances is sky130_fd_sc_hd__clkdlybuf4s50_1. Setup repair after global routing left no endpoint under its margin. The number of storage elements in the synthesis netlist works out to 174. CTS saw 174 sinks. For this block, the via count after detailed routing is 7,012. 151 I/O pins were placed. Hold-check failures listed in the final report amount to 0. The path with the worst hold slack has its endpoint at u_xfer.xfer_tag_q[0].

Buffers placed on the I/O ports in this run total 120. The run finished with clean final reports. The run gives 0 as the number of antenna violations at the first check in global routing.

The final sum of negative setup slack is 0 ps. TritonCTS built the clock tree. The report lists the number of cells resized after CTS as 0. The average vias per placed instance was 5.402. For the floorplan utilization, the log shows 0.4130. The H-tree depth is 4, and the number of distinct library cells after synthesis is 72. The timing report gives the clock slew at the launch and capture registers of the worst setup and hold paths as 60 ps. The most critical min-delay path falls under flop to flop. Worst min-delay path startpoint: u_xfer.xfer_tag[0].

Measured along the y axis, the die boundary spans 150.0 um. For the worst reg-to-reg path, the startpoint reported by OpenROAD is u_xfer.xfer_qspi. Leaving out fill and tap cells, the most frequent cells in the layout are sky130_fd_sc_hd__clkdlybuf4s50_1 (120), sky130_fd_sc_hd__nor2_1 (99), sky130_fd_sc_hd__nand2_1 (99).
## metal layers
layer | vias to the layer above | share of wire | global-route usage
met1 | 3267 | 0.46 | 0.3198
met3 | 19 | 0.072 | 0.04068
met4 | 0 | 0.013 | 0.02424
met2 | 267 | 0.45 | 0.3090
met5 | - | 0 | 0
li1 | 3459 | - | -
## state kept, by name, summed over array words and instances, names as in the netlist, 4 cells and up, named ones only
register,flops
config_dummy,4
buffer,24
u_xfer.dummy_count,4
rd_addr,24
config_do,4
state,13
din_data,8
u_xfer.obuffer,8
u_xfer.ibuffer,8
config_oe,4
rdata,32
## cell families (layout without fill, tap and decap cells)
logic type / Yosys count / in the layout / share of synthesized area
simple gates: 342 / 342 / 0.1929
fa+ha+maj: 8 / 8 / 0.01142
xor+xnor: 40 / 40 / 0.03997
flops: 174 / 174 / 0.4911
other cells: 2 / 16 / 0.0008569
mux: 38 / 38 / 0.04425
compound gates: 208 / 208 / 0.1512
buf+inv: 116 / 197 / 0.06838
## worst max path at each step
| stage | from | cells past startpoint | end |
|---|---|---|---|
| final | xfer_io2_90 | 3 | flash_io2_do |
| after global routing | xfer_io1_90 | 3 | flash_io1_do |
| after CTS | xfer_io2_90 | 3 | flash_io2_do |
## area by class of cell
type | count | area [um^2]
Sequential cell | 174 | 4304
Fill cell | 1951 | 10600
Multi-Input combinational cell | 652 | 3926
Inverter | 24 | 90.09
Timing Repair Buffer | 137 | 1329
Clock buffer | 17 | 425.4
Tap cell | 275 | 344.1
Clock inverter | 19 | 203.9
## Yosys cell counts (10+ instances only)
library cell and number:
sky130_fd_sc_hd__nor2_1 100, sky130_fd_sc_hd__nand2_1 99, sky130_fd_sc_hd__nor2b_1 13, sky130_fd_sc_hd__buf_4 31, sky130_fd_sc_hd__inv_1 25, sky130_fd_sc_hd__a211oi_1 14
sky130_fd_sc_hd__xnor2_1 15, sky130_fd_sc_hd__a21oi_1 73, sky130_fd_sc_hd__xor2_1 25, sky130_fd_sc_hd__a22oi_1 16, sky130_fd_sc_hd__clkbuf_1 42, sky130_fd_sc_hd__nand3_1 21
sky130_fd_sc_hd__dfxtp_1 92, sky130_fd_sc_hd__nand4_1 10, sky130_fd_sc_hd__and3_1 20, sky130_fd_sc_hd__mux2i_1 35, sky130_fd_sc_hd__nor3_1 19, sky130_fd_sc_hd__edfxtp_1 82
sky130_fd_sc_hd__o21ai_0 38
## critical path, cell delays in order (launching register included)
cell and delay [ps]:
sky130_fd_sc_hd__dfxtp_1 300, sky130_fd_sc_hd__mux2i_1 70, sky130_fd_sc_hd__a21oi_1 170, sky130_fd_sc_hd__clkdlybuf4s50_1 480
## power by group
| group | leakage (nW) | switching (mW) | internal, mW | total (mW) |
|---|---|---|---|---|
| logic | 2.02 | 0.0461 | 0.0674 | 0.114 |
| clock network | 0.317 | 0.488 | 0.600 | 1.09 |
| registers | 1.48 | 0.00948 | 1.16 | 1.17 |
## through the flow
| step | total power, mW | cell area, um^2 |
|---|---|---|
| 2_1_floorplan | 1.250 | 8817 |
| 3_3_place_gp | 1.314 | 9997 |
| 3_5_place_dp | 1.314 | 9997 |
| 4_1_cts | 2.399 | 10620 |
| 5_1_grt | 2.454 | 10620 |
| 6_report | 2.371 | 10620 |
Power is estimated from default activity; no workload was simulated.
